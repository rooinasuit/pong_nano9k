===== ./config.mk =====
export PLATFORM = sky130hd
export DESIGN_NAME = debouncer
export DESIGN_NICKNAME = debouncer
export VERILOG_FILES = /design/flow/design.v
export SDC_FILE = /design/flow/constraint.sdc
export NUM_CORES = 4
export LEC_CHECK = 1
export CORE_AREA = 10 10 72 72
export DIE_AREA = 0 0 82 82

===== ./constraint.sdc =====
current_design debouncer

set clk_period 1.4
set clk_io_pct 0.2

create_clock -name clk0 -period $clk_period [get_ports {CLK}]

set non_clock_inputs [all_inputs -no_clocks]
set_input_delay [expr $clk_period * $clk_io_pct] -clock clk0 $non_clock_inputs
set_output_delay [expr $clk_period * $clk_io_pct] -clock clk0 [all_outputs]

===== ./design.v =====
module debouncer (
    input CLK,
    input NRST,
    input CLK_EN,
    input key_in,
    output key_out
);
reg [9:0] data_out = 10'd0;
always @ (posedge CLK) begin
    if (!NRST)
        data_out <= 10'd0;
    else if (CLK_EN)
        data_out <= {data_out[8:0], key_in};  
end
assign key_out = (&data_out[9:0]);  
endmodule

===== ./run.sh =====
#!/bin/bash
# OpenROAD 26Q1-2900-gdf79404cd8, Yosys 0.63+post, stock flow scripts
make -C /OpenROAD-flow-scripts/flow DESIGN_CONFIG=/design/flow/config.mk WORK_HOME=/design/flow/orfs finish

==> Changelog: implementation <==
## Flow update

- Fmax: 751 MHz
- Final hold slack: 0.512 ns
- Overall routing resource usage: 2.26%
- Seq/Total Area, Yosys: 50.6%
- Placed instance count: 91
- Critical path type: reg2out
- First-pass GRT wire length: 1.17 mm
- Die area: 0.00672 mm^2
- Total CTS buffers: 3
- Sequential Power Share: 47.2%
- Total congestion overflow: 0
- Vias in the first global route: 265
- Crit path DAT: 1.05 ns
- Period utilisation layout: 95.2%
- Layout cell share with drive strength beyond 1: 21.7%
- Final Hold Vio Count: 0
- Die Wd: 82 um
- Area reported by Yosys stat: 395 um^2
- Worst-case clock buffer depth: 2
- DRT Wirelength: 730 um
- # Post-CTS Setup Buffers: 0
- Slew of the pin with the lowest slew margin: 0.257 ns
- Startpoint types: register
- Drt via density: 2.82
- Core footprint: 0.00369 mm^2
- Max reg flops: 10
- Pwr per Cell Area: 1060 mW/mm^2
- Avg Inst Size Synth: 11.3 um^2
- Power share of the combinational group: 7.1%
- WL per Instance: 7.77 um
- Final core occ: 15.7%
- Worst Hold Class: reg2reg
- Flops & latches, synth: 10
- Critical Path RT: 1.12 ns
- Core Rows: 22
- Sink Count: 10
- Post-synth cell types: 7
- Final Setup Violations: 0
- Leakage: 0.000221 uW
- Reg2reg path depth: 3
- Routed via count: 265
- IO Pins: 5
- Area grow syn2layout: 46.8%
- # fillers: 412
- Net Sw Frac: 18.3%
- Iter 0 DRT Violations: 1
- Worst setup EP type: output port
- OpenROAD warning count: 25
- Crit-path max FO: 3
- Number of cells in Yosys stat: 35
- Netlist Area Pre-Place: 395 um^2
- Largest net degree at the start of global routing: 11
- Rel. slew slack: 82.8%
- CTS tree: yes
- Hold_buf cts: 0
- ANT cells: 0
- Placer Congestion: 0.700
- Int Pwr: 504 uW
- Initial antenna violation count: 0
- Clock transition at path regs: 0.04 ns
- Layout Skew: 0.00159 ns
- Synth Warn #: 1
- Residual DRC: 0
- Max Transition Viols Final: 0
- H-tree depth: 1
- WHS Path Cells: 2
- Status: complete, no violations
- Net switching power: 113 uW
- Worst IR Drop VDD: 0.246 mV
- Reg with most FFs: data_out
- Non-filler cells, final: 94
- Buffer type at the clock tree root: clkbuf_8
- Power share of the clock group: 45.7%
- Cell count after synthesis: 35
- Regs by FF count: data_out x10
- Final ANT Viol Nets: 0
- Starting Density: 10.7%
- MaxCap Viol Count: 0
- First-pass DRT Iterations: 3
- Clk latency of the worst-skew pair: 0.23 ns
- Input/output buffers: 4
- Min cycle time layout: 1.33 ns
- Die H: 82 um
-- synth_stat cells --
master,n,area (um^2)
nor2b_1,10,62.6
nand4_1,2,12.5
nor3_1,1,5.00
dfxtp_1,10,200
mux2i_1,10,100
buf_6,1,11.3
nand2_1,1,3.75
-- placed cells by master, fill, tap and decap left out --
cell type / instances
nand4_1: 2
nor2b_1: 10
dfxtp_1: 9
clkbuf_8: 3
dlygate4sd2_1: 1
buf_4: 4
nand2_1: 1
clkdlybuf4s50_1: 3
nor3_2: 1
dfxtp_2: 1
buf_12: 1
mux2i_1: 10
-- per-stage QoR --
step	power, uW	setup WS (ns)	setup TNS (ns)	instance area (um^2)
after CTS	624	0.0623	0	576
final	617	0.0678	0	581
after floorplan	318	0.607	0	395
after detailed placement	340	0.0287	0	534
after global routing	636	-0.0167	-0.0167	581
after global placement	339	0.0467	0	534
-- routing by layer --
layer  up-vias  track usage, %  part of all wire [%]
li1        144               -                     -
met1       118            2.95                    48
met2         3            2.59                    41
met3         0            1.98                    11
met4         0           0.680                     0
met5         -               0                     0
-- power by group through the flow --
stage	Sequential (uW)	Clock [uW]	Combinational (uW)
CTS	291	289	44.2
finish	291	282	43.6
global route	291	297	47.2
-- final cells by class --
type	instances	area (um^2)	share of cell area [%]
Clock buffer	3	41.3	7.11
Multi-Input combinational cell	24	189	32.5
Sequential cell	10	201	34.7
Tap cell	48	60.1	10.3
Timing Repair Buffer	9	88.8	15.3
-- final timing paths --
check	from	endpoint	slack (ns)
max	data_out[4]	key_out	0.07
min	data_out[9]	data_out[9]	0.51
max reg2reg	data_out[1]	data_out[2]	0.65
min reg2reg	data_out[9]	data_out[9]	0.51
-- critical path, cell delays in order (launching register included) --
cell and delay [ns]:
dfxtp_2 0.33, nand4_1 0.11, nor3_2 0.17, dlygate4sd2_1 0.22
-- what timing repair did --
| item | in CTS | in global routing |
|---|---|---|
| resized | 2 | 1 |
| pin swaps | 1 | 0 |
| endpoints found under the setup margin | 1 | 1 |
-- cells by family (layout without fill, tap and decap cells) --
| group | Yosys count | count (layout) | synth area share, % |
|---|---|---|---|
| buf+inv | 1 | 12 | 2.85 |
| mux | 10 | 10 | 25.3 |
| simple gates | 14 | 14 | 21.2 |
| flops | 10 | 10 | 50.6 |
Power is estimated from default activity; no workload was simulated.
