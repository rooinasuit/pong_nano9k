<file path="./run.sh">
#!/bin/bash
# OpenROAD 26Q1-2900-gdf79404cd8, Yosys 0.63+post, stock flow scripts
make -C /OpenROAD-flow-scripts/flow DESIGN_CONFIG=/design/flow/config.mk WORK_HOME=/design/flow/orfs finish
</file>
<file path="./config.mk">
export PLATFORM = sky130hd
export DESIGN_NAME = visible_clock
export DESIGN_NICKNAME = visible_clock
export VERILOG_FILES = /design/flow/design.v
export SDC_FILE = /design/flow/constraint.sdc
export NUM_CORES = 4
export LEC_CHECK = 1
export CORE_AREA = 10 10 99 99
export DIE_AREA = 0 0 109 109
</file>
<file path="./constraint.sdc">
current_design visible_clock

set clk_period 4.8
set clk_io_pct 0.2

create_clock -name clk0 -period $clk_period [get_ports {P_CLK}]

set non_clock_inputs [all_inputs -no_clocks]
set_input_delay [expr $clk_period * $clk_io_pct] -clock clk0 $non_clock_inputs
set_output_delay [expr $clk_period * $clk_io_pct] -clock clk0 [all_outputs]
</file>
<file path="./design.v">
module visible_clock (
    input P_CLK,
    input NRST,
    output CLK_EN
);
reg [19:0] timer;
always @ (posedge P_CLK) begin
    if (!NRST)
        timer <= 20'd0;
    else if (timer > 20'd555500)
        timer <= 20'd0;
    else
        timer <= timer + 1'b1;
end
assign CLK_EN = (timer == 20'd555500) ? 1'b1 : 1'b0;  
endmodule
</file>
==> CHANGELOG.md <==
### Implementation results

* R2r worst-path depth at 4
* Slew of the pin with the lowest slew margin at 387.1 ps
* Hold Startpoint: timer[0]
* Longest Clk Path Bufs at 2
* CP arrival at 1780 ps
* H-tree Lvls at 1
* First-pass GRT wire length at 3608 um
* Reg-to-Reg End: timer[19]
* Placer Congestion at 0.8072
* Max-Cap Viols at 0
* YS chip area at 1070 um^2
* RSZ-0062 raised after global routing: false
* WL/cell at 9.406 um
* DR vias at 836
* Yosys cell types at 30
* Crit-path cells: nor4_4, nand4_2, nor3_1, clkdlybuf4s50_1
* CP startpoint: timer[15]
* Die ar. at 11880 um^2
* Final Max-Slew Violation Tally at 0
* Cell depth of the worst hold path at 1
* Worst Path Class, Setup: flop to output port
* PD cells at 237.3 nW/um^2
* Hold Vio Cnt, Final at 0
* Worst-Skew Late Latency at 250 ps
* Post-route cell area at 1220 um^2
* Inst Count DP at 216
* Pin count of the biggest net entering global routing at 21
* Top delay family on crit path: simple AND/OR/NAND/NOR gates
* Drt pass-1 iters at 4
* Fp_density at 0.1384
* Synth warn at 1
* Rows at 32
* Worst hold path type: flop to flop
* Final tally of setup violations at 0
* IO buf count at 2
* Final min period at 2744 ps
* CP Max Fanout at 5
* Gr usage total at 0.03620
* TNS Setup at 0 ps
* DRC at 0
* Most flops, register: timer
* Final Power at 289.5 uW
* VDD IR max at 0.07293 mV
* R2R setup slack at 2980 ps
* Final Hold Slack at 499.7 ps
* Largest registers: timer: 20 flops
* CTS tree: done
* Post-synth regs at 20
* Share of layout cells above drive strength 1 at 0.1197
* # Cells Yosys at 118
* Num Clock Sinks at 20
* Setup Buffers After CTS at 0
* Max FFs per register at 20
* CTS Hold Bufs at 0
* Vias in the first global route at 801
* OpenROAD warning count at 26
* Status: completed
* Clock root buffer: clkbuf_8
* PostCTS Resize Cnt at 0
* Crit path capture type: output port
* Syn-to-layout area delta at 14.04%
* Cells after Synth at 118
* Initial antenna violation count at 0
* Min-Delay Endpoint: timer[0]
* Die Y at 109 um
* Final std cells w/o fill at 219
* Post-synthesis sequential area ratio at 0.3743
* # diodes at 0
* Crit path max-delay cell type: clkdlybuf4s50_1
* Crit path required time at 3840 ps
* WL final at 2060 um
* Slew headroom at 0.7395
* Leak at 0.3472 nW
* Grt ovf at 0
* Core Area at 7727 um^2
* Area after DPL at 1179 um^2
* Crit-path max cell delay at 490 ps
* 1st-iter DRT viols at 12
* Detail Route Antenna Nets at 0
* Worst Path Buf+Inv at 1
* Number of top-level pins at 3
* CTS Buf Count at 3
* Max Freq at 0.3645 GHz
* FF-to-FF Start: timer[15]
* Cell Area, Synth at 1070 um^2
* Synthesized area per cell at 9.066 um^2
* DIE WIDTH at 109 um
* Worst Skew at 0.5859 ps
* Clk slew on worst S/H paths at 70 ps
* HPWL after detailed placement at 1434 um
* Crit path launch type: flop
* Fin crit share at 0.5716
* Vias per cell at 3.817
==> kinds of logic (layout without fill, tap and decap cells) <==
group	after synthesis	in the layout	share of synthesized area
buffers and inverters	11	10	0.05730
flip-flops	20	20	0.3743
AND-OR/OR-AND	27	27	0.1696
AND/OR/NAND/NOR	44	44	0.2608
XOR/XNOR	14	14	0.1146
adder cells (fa/ha/maj)	2	2	0.02339
==> final cells by class <==
class,count,area (um^2)
Fill cell,850,6507
Multi-Input combinational cell,87,608.1
Sequential cell,20,400.4
Tap cell,102,127.6
Clock buffer,3,41.29
Timing Repair Buffer,3,27.53
Inverter,4,15.01
==> per-stage QoR <==
stage	setup WS [ps]	util
global route	1913	0.1579
finish	2056	0.1579
CTS	2031	0.1579
global placement	2316	0.1525
detailed placement	2316	0.1525
floorplan	2907	-
==> metal layers <==
layer,vias to the layer above,track usage,part of all wire,routed length [um]
met5,-,0,0,0
met4,0,0.005650,0.0063,13
met3,2,0.01613,0.055,113
met2,11,0.05356,0.43,892
met1,390,0.04859,0.50,1040
li1,433,-,-,-
==> where the power goes <==
part / total (mW) / leakage (nW) / internal (mW) / switching (mW)
clock: 0.106 / 0.0216 / 0.0558 / 0.0503
sequential: 0.171 / 0.162 / 0.168 / 0.00300
combinational: 0.0123 / 0.164 / 0.00531 / 0.00694
==> how the worst max path moves through the flow <==
stage	endpoint	slack [ps]	cells after the start
after CTS	CLK_EN	2030	4
after global routing	CLK_EN	1910	4
final	CLK_EN	2060	4
==> synth_stat cells <==
cell	instances	area, um^2
a21oi_1	16	80.08
o21a_1	1	7.510
dfxtp_1	20	400.4
and4_1	3	26.28
nor4_1	4	25.02
nand2_1	7	26.28
clkbuf_1	3	11.26
nor4_4	1	21.27
nand2b_1	1	6.260
buf_6	1	11.26
nor2_1	2	7.510
and4_2	1	10.01
a22oi_2	4	50.05
ha_1	2	25.02
nand3_1	6	30.03
nand4_1	8	50.05
o21ai_0	3	15.01
o221ai_1	1	8.760
a21boi_2	1	11.26
or3_1	4	25.02
a31o_2	1	8.760
or4_4	1	11.26
xor2_1	7	61.31
nor3_1	3	15.01
nand4_2	1	12.51
inv_1	4	15.01
clkbuf_8	1	13.76
xnor2_1	7	61.31
buf_2	2	10.01
and2_1	2	12.51
==> cells in the final DEF (no fill, tap or decap), types with 4 or more instances in the layout <==
| master | count |
|---|---|
| or3_1 | 4 |
| a21oi_1 | 16 |
| nand3_1 | 6 |
| nand2_1 | 7 |
| xnor2_1 | 7 |
| xor2_1 | 7 |
| nand4_1 | 8 |
| nor4_1 | 4 |
| dfxtp_1 | 20 |
| inv_1 | 4 |
| a22oi_2 | 4 |
No activity file was given, so power comes from the tool's default toggle rates.
